## config.mk

```make
export PLATFORM = sky130hd
export DESIGN_NAME = shiftREG
export DESIGN_NICKNAME = shiftREG
export VERILOG_FILES = /design/flow/design.v
export SDC_FILE = /design/flow/constraint.sdc
export NUM_CORES = 4
export LEC_CHECK = 1
export CORE_AREA = 10 10 70 70
export DIE_AREA = 0 0 80 80
```

## constraint.sdc

```tcl
current_design shiftREG

set clk_period 1.3
set clk_io_pct 0.2

create_clock -name clk0 -period $clk_period [get_ports {clk}]

set non_clock_inputs [all_inputs -no_clocks]
set_input_delay [expr $clk_period * $clk_io_pct] -clock clk0 $non_clock_inputs
set_output_delay [expr $clk_period * $clk_io_pct] -clock clk0 [all_outputs]
```

## design.v

```verilog
module shiftREG #(parameter W=4)(clk,rst,PS,RL,SIR,SIL,DATA,outREG); 
input clk,rst,PS,RL,SIR,SIL;
input [W-1:0] DATA;
output reg [W-1:0] outREG;
  always @(posedge clk) 
  begin 
    if (rst==1)
		begin
			outREG<=0;
		end
	else if(rst==0)
		begin
			if(PS==0)
				begin
					if(RL==0) 
						begin
							outREG[W-1:0]<={outREG[W-2:0],SIR};
						end
					else if(RL==1) 
						begin
							outREG[W-1:0]<={SIL,outREG[W-1:1]};
						end
				end
			else if(PS==1) 
				begin
					outREG<=DATA; 
				end
		end
  end     
endmodule
```

## run.sh

```bash
#!/bin/bash
# OpenROAD 26Q1-2900-gdf79404cd8, Yosys 0.63+post, stock flow scripts
make -C /OpenROAD-flow-scripts/flow DESIGN_CONFIG=/design/flow/config.mk WORK_HOME=/design/flow/orfs finish
```

==> results.toml <==
# flow metrics
[cells_and_area]
post_route_cells_drive_above_1_share_pct = 21.2
fillers = 397
largest_registers = "outREG x4"
area_delta_synth_final_pct = 111
largest_register_ffs = 4
utilization_pct = 11.7
register_with_the_highest_flop_count = "outREG"

[min_path]
min_path_type = "flop to flop"
worst_hold_path_ep = "outREG[3]"
hp_start = "outREG[2]"
hold-path-cell-count = 2

[logic_synthesis]
synth.distinct_cells = 6
ys_seq_share_pct = 42.1
yosys_cells = 18
yosysChipArea_um2 = 190
cell_area_synth_um2 = 190
synth_area_per_cell_um2 = 10.6
synth.yosys.warnings = 1
mapped_cells = 18
synth-seq-cells = 4

[power_and_ir_drop]
power_density_nw_per_um2 = 890
totalPowerFinal_uw = 357
peakVddDrop_mv = 0.152
power.leakage_uw = 0.000185

[job]
stage_log_warnings = 25
max_cap_violations = 0

[worst_setup_path]
critical-path-max-stage-delay_ns = 0.59
setup.worst_path.start_class = "input port"
setup.worst_path.end_class = "flop"
timing.setup.critical_path_class = "input port to flop"
timing.rr.start = "outREG[1]"
worst_r2r_endpoint = "outREG[0]"
r2r_setup_slack_ns = 0.57
r2r_cells = 2
critical_path_arrival_ns = 1.22
critPathSlowestCell = "sky130_fd_sc_hd__clkdlybuf4s50_1"
critical_path_s_top_delay_family = "buffers and inverters"
timing.critical_path.cells = "clkdlybuf4s50_1 -> mux2i_1 -> a211oi_1"
critPathMaxFanout = 4
required_ns = 1.41
critical_path_buf_inv_count = 1

[floorplanning]
die_w_um = 80
fp_util_pct = 5.57
die_area_um2 = 6400
core_area_um2 = 3420
fp.dieH_um = 80
boundaryPins = 14
rows = 21

[sta]
rsz0062_at_grt = "false"
timing_hold_violations_final = 0
fmax_mhz = 894
finalClockSkew_ns = 0.00120
period_minus_slack_ns = 1.12
slew_headroom_pct = 84.5
worst_slew_pin_slew_ns = 0.233
period_used_pct = 86.0
timing.setup.tns_ns = 0
setup-violations-final = 0
report.final.slew_viol_count = 0

[cts]
clk_latency_ns = 0.23
inserted_clock_buffers = 3
clock_sinks = 4
clock_pin_transition_on_the_worst_setup_and_hold_timing_paths_ns = 0.04
post-cts-setup-buffers = 0
clock_path_buffers = 2
clock_tree_from_tritoncts = "done"
root_buffer = "sky130_fd_sc_hd__clkbuf_4"
htreeDepth = 1

[global_route]
grt_start_max_net_pins = 6
total_congestion_overflow_after_global_routing = 0
number_of_antenna_violations_at_the_first_check_in_global_routing = 0
global_route.usage.met2_pct = 1.36
grt_pass1_wl_um = 1060
first_global_vias = 194
global_route_met3_utilization_pct = 3.18
grt.busiest_layer = "met3"
global_routing_met1_resource_utilization_pct = 3.05
global_route.usage.total_pct = 2.18

[route]
wirelength_um = 702
drcViolationCount = 0
drt.antenna.violating_nets = 0
routed_via_density = 2.22
drt_first_iter_violations = 7
dr.pass1.iters = 2
antenna_cells = 0
wl_per_cell_um = 8.89
route.vias.total = 175

[placed_design]
number_of_port_buffers = 13
finalWeightedCongestion = 0.755

[outcome]
status = "finished, final reports clean"
==> layer usage <==
metal	share of wire (%)	routed length, um
met1	55	385
met2	18	124
met3	27	192
met4	0	0
met5	0	0
==> area by class of cell <==
class / instances / area [um2] / share of cell area (%)
Clock buffer: 3 / 22.5 / 5.62
Tap cell: 46 / 57.6 / 14.4
Multi-Input combinational cell: 12 / 95.1 / 23.8
Sequential cell: 4 / 85.1 / 21.2
Inverter: 1 / 3.75 / 0.938
Timing Repair Buffer: 13 / 136 / 34.1
==> cells in the final DEF (no fill, tap or decap) <==
cell,instances
sky130_fd_sc_hd__mux2i_1,4
sky130_fd_sc_hd__dlygate4sd2_1,1
sky130_fd_sc_hd__clkdlybuf4s50_1,9
sky130_fd_sc_hd__clkbuf_4,3
sky130_fd_sc_hd__inv_1,1
sky130_fd_sc_hd__a211oi_1,4
sky130_fd_sc_hd__dfxtp_2,4
sky130_fd_sc_hd__dlymetal6s2s_1,3
sky130_fd_sc_hd__nor2b_1,4
==> synthesized netlist by cell type <==
cell / n / share of area, %
sky130_fd_sc_hd__dfxtp_1: 4 / 42
sky130_fd_sc_hd__a211oi_1: 4 / 16
sky130_fd_sc_hd__inv_1: 1 / 2.0
sky130_fd_sc_hd__nor2b_1: 4 / 13
sky130_fd_sc_hd__buf_6: 1 / 5.9
sky130_fd_sc_hd__mux2i_1: 4 / 21
==> power breakdown <==
| group | switching, uW | internal, uW |
|---|---|---|
| logic | 21.2 | 47.0 |
| clock network | 45.4 | 103 |
| registers | 5.32 | 135 |
| total | 71.9 | 285 |
==> how the worst max path moves through the flow <==
stage | slack [ns] | endpoint | from | cells after the start
after CTS | 0.001 | outREG[0] | outREG[0] | 1
after global routing | 0.1 | outREG[0] | RL | 3
final | 0.18 | outREG[0] | RL | 3
==> cell families (layout without fill, tap and decap cells) <==
family	Yosys count	in the layout	synth area share, %
buffers and inverters	2	17	7.89
muxes	4	4	21.1
and+or+nand+nor	4	4	13.2
AOI/OAI and AO/OA	4	4	15.8
DFF	4	4	42.1
==> through the flow <==
| stage | worst slack (ns) | hold WS (ns) | cell area (um2) | instances |
|---|---|---|---|---|
| 4_1_cts | 0.00136 | 0.600 | 390 | 79 |
| 3_3_place_gp | 0.0215 | 0.563 | 367 | 76 |
| 5_1_grt | 0.0956 | 0.634 | 400 | 79 |
| 6_report | 0.182 | 0.597 | 400 | 79 |
| 3_5_place_dp | -0.0165 | 0.597 | 367 | 76 |
| 2_1_floorplan | 0.548 | 0.333 | 190 | 18 |
==> worst reg2reg max path, stage by stage, from the launching register on <==
cell and delay, ns:
sky130_fd_sc_hd__dfxtp_2 0.33, sky130_fd_sc_hd__mux2i_1 0.09, sky130_fd_sc_hd__a211oi_1 0.22
==> timing repair <==
| item | 4_1_cts | 5_1_grt |
|---|---|---|
| resized | 3 | 5 |
| setup endpoints to repair | 2 | 3 |
| hold buffers | 0 | 0 |
| pin swaps | 0 | 0 |
Power is estimated from default activity; no workload was simulated.
