===== flow/config.mk =====
export PLATFORM = sky130hd
export DESIGN_NAME = controller_singleCycle_condLogic
export DESIGN_NICKNAME = controller_singleCycle_condLogic
export VERILOG_FILES = /design/flow/design.v
export SDC_FILE = /design/flow/constraint.sdc
export NUM_CORES = 4
export LEC_CHECK = 1
export CORE_AREA = 10 10 70 70
export DIE_AREA = 0 0 80 80

===== flow/constraint.sdc =====
current_design controller_singleCycle_condLogic

set clk_period 3.2
set clk_io_pct 0.2

create_clock -name clk0 -period $clk_period [get_ports {clk}]

set non_clock_inputs [all_inputs -no_clocks]
set_input_delay [expr $clk_period * $clk_io_pct] -clock clk0 $non_clock_inputs
set_output_delay [expr $clk_period * $clk_io_pct] -clock clk0 [all_outputs]

===== flow/design.v =====
module controller_singleCycle_condLogic(
input [3:0] cond,
input [3:0] ALUFLa,
input [1:0] FlagW,
input  PCs,
input  RegW,
input  MemW,
output reg PCSrc,
output reg RegWrite,
output reg MemWrite,
output reg [3:0] ALUFLAGS,
input clk
);
reg condex;
always @(posedge clk)
begin
	if(condex==1)
		begin
		 if(FlagW[1]==1)
			begin
				ALUFLAGS[3:2]=ALUFLa[3:2];
			end
		else if(FlagW[0]==1)
			begin
				ALUFLAGS[1:0]=ALUFLa[1:0];
			end
		else
		 begin
			   ALUFLAGS=ALUFLAGS;
		 end		
	end
		else
		begin
			ALUFLAGS=ALUFLAGS;
		end
end
always @(*)
begin
		case(cond) 
		4'b0000: condex= ALUFLAGS[2]; 
		4'b0001: condex= ~ALUFLAGS[2];  
		4'b0010: condex= ALUFLAGS[1];  
		4'b0011: condex= ~ALUFLAGS[1];
		4'b0100: condex= ALUFLAGS[3];
		4'b0101: condex= ~ALUFLAGS[3];
		4'b0110: condex= ALUFLAGS[0];
		4'b0111: condex= ~ALUFLAGS[0];
		4'b1000: condex= ~ALUFLAGS[2] & ALUFLAGS[1];
		4'b1001: condex= ~ALUFLAGS[1] | ALUFLAGS[2];
		4'b1010: condex= ~(ALUFLAGS[3] ^ ALUFLAGS[0]);
		4'b1011: condex= ALUFLAGS[3] ^ ALUFLAGS[0];
		4'b1100: condex= (~(ALUFLAGS[3] ^ ALUFLAGS[0])) & ~ALUFLAGS[2];
		4'b1101: condex= ((ALUFLAGS[3] ^ ALUFLAGS[0])) | ALUFLAGS[2];
		4'b1110: condex= 1 ;
		endcase
 PCSrc= condex & PCs;
 RegWrite= condex & RegW;
 MemWrite= condex & MemW;
end
endmodule

===== flow/run.sh =====
#!/bin/bash
# OpenROAD 26Q1-2900-gdf79404cd8, Yosys 0.63+post, stock flow scripts
make -C /OpenROAD-flow-scripts/flow DESIGN_CONFIG=/design/flow/config.mk WORK_HOME=/design/flow/orfs finish

==> flow_summary_export.csv <==
group,metric,value,unit
outcome,outcome,"complete, no violations",
critical_path,critPathSlowestCell,"or4bb_1",
grt,track_usage,0.0342,
timing,tns,0,ns
timing,setup_viol,0,
power_and_ir_drop,power_density,250,mW/mm^2
timing,timing.fmax,325,MHz
critical_path,critPathMaxFanout,4,
yosys,yosys_area,413,um^2
floorplanning,chip_area,0.00640,mm^2
timing,final_max_slew_viol_count,0,
grt,grt_pass1_wl,1.77,mm
floorplanning,io_pins,21,
critical_path,path_class,"in2out",
critical_path,cp-start-kind,"input pin",
critical_path,worstPathArrival,2.43,ns
yosys,ys_cells,43,
timing,unconstrained_endpoints,1,
yosys,synth_cell_types,27,
job,maxCapViolCount,0,
timing,rsz0062_at_grt,"no",
worst_hold_path,hold_end,"ALUFLAGS[3]",
route,wl,1.19,mm
power_and_ir_drop,total_power,180,uW
placement,place_inst,110,
yosys,yosys_warnings,2,
route,drtAntennaViolNets,0,
route,drc,0,
yosys,yosys.area_share.simple,0.321,
timing,timing.slew.headroom,0.795,
job,warnings,25,
worst_hold_path,hold_class,"in2reg",
cells_and_area,final_area,721,um^2
yosys,ys_sh_aoi,0.167,
yosys,ys_sh_mux,0.0485,
placement,io_buffers,20,
route,wl_per_cell,10.4,um
route,insertedDiodeCount,0,
floorplanning,core-area,0.00342,mm^2
route,initialDrtViolationCount,5,
worst_hold_path,hold_depth,1,
grt,grt_pass1_vias,413,
cells_and_area,flop_area,135,um^2
floorplanning,core.rowCount,21,
cells_and_area,area_growth,74.5,%
power_and_ir_drop,power_leakage,0.000261,uW
route,avgViaCountPerCell,3.59,
timing,period_needed,3.07,ns
critical_path,cp-end-kind,"output pin",
placement,dp_hpwl,1.03,mm
power_and_ir_drop,ir_drop,0.000132,V
critical_path,critPathMaxStageDelay,0.48,ns
cts,root_buffer,"clkbuf_4",
yosys,logic_family,"simple AND/OR/NAND/NOR gates",
placement,place.gp.congestion,0.794,
floorplanning,fp.dieW,80,um
yosys,syn_inst,43,
timing,hold_viol_final,0,
floorplanning,fp-utilization,0.121,
cells_and_area,fin_cells,114,
cts,clk_pin_slew_worst_paths,0.04,ns
cells_and_area,drive_above_1_share,0.206,
cts,numCtsBuffers,3,
grt,overflow,0,
cells_and_area,nFillCells,394,
grt,grt_max_degree,10,
worst_hold_path,min-delay-start,"ALUFLa[3]",
yosys,syn_area,413,um^2
critical_path,crit_required,2.56,ns
placement,placed_area,682,um^2
timing,worst_slew_pin_slew,0.306,ns
route,drtPass1Iterations,3,
critical_path,path_cells,"dlygate4sd2_1, or4bb_1, mux2i_1, a211oi_1, o221ai_2, and2_1, clkdlybuf4s50_1",
yosys,synth-seq-cells,5,
yosys,avgSynthCellArea,9.60,um^2
yosys,synth_xor_xnor_area_share,0.0636,
timing,finalClockPeriodUsage,0.961,
grt,antenna_found_initial,0,
timing,unclocked_regs,1,
yosys,adder_share,0,
floorplanning,die_y,80,um
route,via_count,409,
cts,clk_path_buf_depth,2,
cells_and_area,comb_area,260,um^2
cts,cts.htree.levels,1,
cts,cts_tree,"done",
==> routing by layer <==
layer  part of all wire  track usage
met4              0.013      0.00704
met2               0.50       0.0626
met5                  0            0
met1               0.44       0.0392
met3              0.046      0.00795
==> critical path: cells and delay by family <==
kind | cells | cell delay (ns)
mux | 1 | 0.15
simple gates | 2 | 0.64
compound gates | 2 | 0.29
buf+inv | 2 | 0.72
==> sequential cells by signal (all words and copies together) (netlist names) <==
| name | count |
|---|---|
| ALUFLAGS | 4 |
| condex | 1 |
==> cell type report <==
class / instances / share of cell area
well taps: 46 / 0.0799
inverters: 1 / 0.00521
multi-input cells: 33 / 0.361
clock buffers: 3 / 0.0313
flip-flops and latches: 5 / 0.188
repair buffers: 26 / 0.335
==> cell families after synthesis <==
| kind of cell | count (synthesis) |
|---|---|
| AOI/OAI and AO/OA | 8 |
| xor gates and xnor gates | 3 |
| buffers and inverters | 5 |
| DFF | 4 |
| latches | 1 |
| muxes | 2 |
| and+or+nand+nor | 20 |
==> power breakdown <==
part | leakage (uW) | internal [uW] | total [uW] | switching [uW]
Clock | 0.0000138 | 41.8 | 61.1 | 19.2
Combinational | 0.000202 | 38.3 | 56.9 | 18.6
Sequential | 0.0000451 | 60.3 | 62.0 | 1.63
Total | 0.000261 | 140 | 180 | 39.4
==> cells in the mapped netlist <==
cell,instances,share of area
nand4b_1,3,0.064
nand3_1,1,0.012
o311a_1,1,0.024
o22ai_1,1,0.015
nand2b_1,2,0.030
edfxtp_1,4,0.29
o221ai_2,1,0.036
and2_1,5,0.076
or2_2,1,0.015
xnor2_1,2,0.042
nor2_1,2,0.018
o21ai_0,1,0.012
or4b_1,1,0.024
mux2i_1,2,0.048
a211oi_1,1,0.018
nand2_1,2,0.018
nor2b_1,1,0.015
or4bb_1,1,0.027
dlxtn_1,1,0.036
o211ai_1,1,0.018
inv_1,1,0.0091
buf_2,3,0.036
xor2_1,1,0.021
buf_6,1,0.027
o221ai_1,1,0.021
or3b_2,1,0.021
o2bb2ai_1,1,0.021
==> cell usage in the layout (no fill, tap or decap), drive strengths merged, types with 2 or more instances in the layout <==
cell and n:
xnor2 2, dlygate4sd2 3, buf 6, nand2 2
mux2i 2, nand4b 3, nand2b 2, clkbuf 3
o221ai 2, nor2 2, clkdlybuf4s50 16, edfxtp 4
and2 5
==> how the worst max path moves through the flow <==
stage	startpoint	depth (start not counted)	to	slack (ns)
finish	cond[0]	7	MemWrite	0.13
global route	cond[0]	7	RegWrite	0.01
CTS	cond[3]	7	MemWrite	0.05
==> through the flow <==
step | utilization | worst slack (ns) | hold slack (ns)
final | 0.211 | 0.125 | 0.961
after global routing | 0.211 | 0.0109 | 0.956
after CTS | 0.207 | 0.0528 | 0.954
after detailed placement | 0.200 | -0.149 | 1.20
after global placement | 0.200 | -0.143 | 1.20
after floorplan | - | 0.797 | 0.739
==> timing repair <==
item / CTS / global route
pin swaps: 5 / 3
setup buffers: 0 / 1
hold endpoints to repair: 0 / 0
resized: 5 / 2
setup endpoints to repair: 3 / 3
hold buffers: 0 / 0
Power figures rest on the tool's default switching activity, not on a simulated workload.
