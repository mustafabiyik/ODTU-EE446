===== design.v =====
module MultiCycle_Controller(
input [1:0]  cond,
input [1:0]  OP,
input [2:0]  type,
input [3:0]  flags,
input 		 RUN,
input 		 clk,
output reg		 PCWrite,
output reg [1:0] AdrSrc,
output reg		 MemWrite,
output reg		 IRWrite,
output reg [2:0] RegSrc,
output reg		 RegWrite,
output reg	 	 ImmSrc,
output reg		 ALUSrcA,
output reg [1:0] ALUSrcB,
output reg [3:0] ALUControl,
output reg [1:0] ResultSrc
);
reg [2:0] state_counter=3'b000;
reg [3:0] FLAG_REG;
always @(posedge clk)
			begin
				if(RUN==1)
					 begin
						if(state_counter==3'b000)
							begin
								PCWrite=1;
								IRWrite=1;
								ALUSrcA=1;
								AdrSrc=2'b00;
								RegWrite=0;
								ALUControl=4'b0000;
								ALUSrcB=2'b10;
								ResultSrc=2'b10;
								state_counter=state_counter+3'b001;
							end
						else if(state_counter==3'b001)
							begin
								PCWrite=0;
								MemWrite=0;
								IRWrite=0;
								RegWrite=0;
								ALUSrcA=1;
								ALUControl=4'b0000;
								ALUSrcB=2'b10;
								if(OP==2'b11)  
									begin
										if(type==3'b000) 
										begin
											RegSrc=3'b000;
										end
										else if(type==3'b001) 
										begin
											RegSrc=3'b001;
										end
										else if(type==3'b011) 
										begin
											RegSrc=3'b000;
										end
										else if(type==3'b100) 
										begin
											RegSrc=3'b000;
										end
										else if(type==3'b101) 
										begin
											RegSrc=3'b000;
										end
										else if(type==3'b110) 
										begin
											RegSrc=3'b000;
										end
										else if(type==3'b010) 
										begin
											RegSrc=3'b101;
										end
									end
								else if(OP==2'b00)  
									begin
										RegSrc=3'b100;
									end
								else if(OP==2'b01)  
									begin
										RegSrc=3'b100;
									end
								else if(OP==2'b10)  
									begin
									if(type[2:1]==2'b10) 
										begin
										RegSrc=3'b110;
										end
									else  
										begin
										RegSrc=3'b100;
										end
									end	
								state_counter=state_counter+3'b001;
							end
						else if(state_counter==3'b010)  
							begin
							if(OP==2'b00) 
								begin
									ALUSrcA=0;
									case(type)
											3'b000: ALUControl=4'b0000;  
											3'b010: ALUControl=4'b0001;  
											3'b100: ALUControl=4'b0010;  
											3'b101: ALUControl=4'b0011;  
											3'b110: ALUControl=4'b0100;  
											3'b111: ALUControl=4'b0101;  
									endcase
									ALUSrcB=2'b00;
									RegSrc=3'b100;
									ResultSrc=2'b10;
									RegWrite=0;
									FLAG_REG=flags;  
									state_counter=state_counter+3'b001;
								end
							else if(OP==2'b01) 
								begin
									ALUSrcA=0;
									case(type)
											3'b000: ALUControl=4'b0110;  
											3'b001: ALUControl=4'b0111;  
											3'b010: ALUControl=4'b1000;  
											3'b011: ALUControl=4'b1010;  
											3'b100: ALUControl=4'b1001;  
									endcase
									ALUSrcB=2'b00;
									RegSrc=3'b100;
									ResultSrc=2'b10;
									RegWrite=0;
									FLAG_REG=flags;
									state_counter=state_counter+3'b001;
								end
							else if(OP==2'b10) 
								begin
									case(type[2:1])
									2'b00: 
										begin
											ImmSrc=0;
											ALUSrcB=2'b01;
											ALUSrcA=0;
											ALUControl=4'b0000;
											state_counter=state_counter+3'b001;
										end
									2'b01: 
										begin
											ImmSrc=1;
											ALUSrcB=2'b01;
											ResultSrc=2'b11;
											RegWrite=1;
											state_counter=3'b000; 
										end
									2'b10: 
										begin
											ImmSrc=0;
											ALUSrcB=2'b01;
											ALUSrcA=0;
											ALUControl=4'b0000;
											state_counter=state_counter+3'b001;
										end
									endcase
								end
							else if(OP==2'b11) 
									begin
										case(type)
										3'b000:  
										begin
											PCWrite=1;
											ALUSrcA=0;
											ALUControl=4'b0000;
											ALUSrcB=2'b01;
											ResultSrc=2'b10;
											state_counter=3'b000;
										end
										3'b001:  
										begin
											PCWrite=1;
											ALUSrcA=0;
											ALUControl=4'b0000;
											ALUSrcB=2'b01;
											ResultSrc=2'b10;
											RegWrite=1;
											state_counter=3'b000;
										end
										3'b011:  
										begin
										if(FLAG_REG[2]==1)
										begin
											PCWrite=1;
										end
										else
										begin
										PCWrite=0;
										end
										ALUSrcA=0;
										ALUControl=4'b0000;
										ALUSrcB=2'b01;
										ResultSrc=2'b10;
										state_counter=3'b000;
										end
										3'b100:  
										begin
										if(FLAG_REG[2]==0)
										begin
											PCWrite=1;
										end
										else
										begin
										PCWrite=0;
										end
										ALUSrcA=0;
										ALUControl=4'b0000;
										ALUSrcB=2'b01;
										ResultSrc=2'b10;
										state_counter=3'b000;
										end
										3'b101:  
										begin
										if(FLAG_REG[1]==1)
												begin
													PCWrite=1;
												end
										else
												begin
													PCWrite=0;
												end
										ALUSrcA=0;
										ALUControl=4'b0000;
										ALUSrcB=2'b01;
										ResultSrc=2'b10;
										state_counter=3'b000;
										end
										3'b110:  
										begin
										if(FLAG_REG[1]==0)
												begin
													PCWrite=1;
												end
										else
												begin
													PCWrite=0;
												end
											ALUSrcA=0;
											ALUControl=4'b0000;
											ALUSrcB=2'b01;
											ResultSrc=2'b10;
											state_counter=3'b000;
										end
										3'b010:  
										begin
											ALUSrcB=2'b00;
											ResultSrc=2'b11;
											PCWrite=1;
											state_counter=3'b000;
										end
										3'b111:  
										begin
											state_counter=3'b000;
										end
										endcase
									end
							end 
							else if(state_counter==3'b011)  
							begin
								if(OP[1]==1'b0)
								begin
									ResultSrc=2'b00;
									RegWrite=1;
									state_counter=3'b000; 
								end
								else if(OP==2'b10)
								begin
									if(type[2:1]==2'b10) 
											begin
											ResultSrc=2'b00;
											AdrSrc=2'b01;
											MemWrite=1;
											state_counter=3'b000;  
											end
									else if(type[2:1]==2'b00)  
											begin
												ResultSrc=2'b00;
												AdrSrc=2'b01;
												MemWrite=0;
												state_counter=state_counter+3'b001; 
											end
								end
							end
							else if(state_counter==3'b100)  
							begin
							ResultSrc=2'b01;
							RegWrite=1;
							state_counter=3'b000;  
							end
					 end 
	end 
endmodule

===== run.sh =====
#!/bin/bash
# OpenROAD 26Q1-2900-gdf79404cd8, Yosys 0.63+post, stock flow scripts
make -C /OpenROAD-flow-scripts/flow DESIGN_CONFIG=/design/flow/config.mk WORK_HOME=/design/flow/orfs finish

===== config.mk =====
export PLATFORM = sky130hd
export DESIGN_NAME = MultiCycle_Controller
export DESIGN_NICKNAME = MultiCycle_Controller
export VERILOG_FILES = /design/flow/design.v
export SDC_FILE = /design/flow/constraint.sdc
export NUM_CORES = 4
export LEC_CHECK = 1
export CORE_UTILIZATION = 30

===== constraint.sdc =====
current_design MultiCycle_Controller

set clk_period 3.4
set clk_io_pct 0.2

create_clock -name clk0 -period $clk_period [get_ports {clk}]

set non_clock_inputs [all_inputs -no_clocks]
set_input_delay [expr $clk_period * $clk_io_pct] -clock clk0 $non_clock_inputs
set_output_delay [expr $clk_period * $clk_io_pct] -clock clk0 [all_outputs]

==> flow_summary.toml <==
# synthesis and place-and-route metrics
[detailed_routing]
via_per_inst = 5.196
ant_nets = 0
drcViolationCount = 0
via_count = 1164
initialDrtViolationCount = 45
drt-total-wl_mm = 3.016
drt_pre_antenna_iters = 4
wl_per_cell_um = 13.46
antenna_cells = 0

[worst_setup_path]
cp.required_ps = 3420
cp_cell_sequence = "clkdlybuf4s50_1 > nor2_1 > or3_4 > a21oi_2 > nor2b_1"
cp-end-kind = "flip-flop"
max_stage_delay_ps = 910
arrival_ps = 2440
rr_worst_depth = 6
path_max_fanout = 21
start_kind = "input pin"
crit_slowest_cell = "clkdlybuf4s50_1"
path_class = "in -> reg"

[die]
die-area_mm2 = 0.005150
coreArea_mm2 = 0.004692
fp_util = 0.3112
die_w_um = 71.77
std_cell_rows = 25
die_y_um = 71.77
ios = 32

[placed_design]
port_buffers = 26
gp_congestion = 0.8995
dp_hpwl_mm = 2.167

[clock_network]
post-cts-setup-buffers = 0
postCtsHoldBufs = 0
cts_tree = "done"
clock.latency.late_pin_ps = 260
cts.sinks = 23
cts-root-buf = "clkbuf_8"
clkTransAtPathRegs_ps = 80
cts_buffers = 3
cts_max_path_buffers = 2
cts.repair.resized = 0
htreeDepth = 1

[final_timing]
timing.hold.ws_ps = 658.9
fmax_ghz = 0.4126
slew-limit-headroom = 0.4357
period_minus_slack_ps = 2424
min_period_over_period = 0.7128
finalSetupViolations = 0
rsz0062_at_grt = "no"
tightest_slew_ps = 835.8
slew_viol_final = 0
setup_tns_ps = 0
final.setup_skew_ps = 3.603
hold_viol = 0

[worst_hold_path]
hold_depth = 1
hold_class = "reg -> reg"

[synthesis]
yosys_cells = 151
adder_share = 0.04284
top_logic_kind = "AND-OR/OR-AND gates"
ys_chip_area_mm2 = 0.001460
synthMuxAreaShare = 0.006855
ys_sh_xor = 0.01799
yosys_warnings = 1
syn_area_mm2 = 0.001460
ys_types = 41
syn_avg_cell_area_um2 = 9.670
ys_sh_aoi = 0.1919
synthCells = 151
ys_seq_share = 0.4730
ys.flops = 23
simple_gate_share = 0.1894

[pwr]
p_leak_nw = 0.6325
peakVddDrop_mv = 0.1248
powerDensity_mw_per_mm2 = 301.1

[global_route]
grtUsageTotal = 0.1277
globalRouteOverflowTotal = 0
antenna_found_initial = 0
grt_max_degree = 22
grt_pass1_wl_mm = 5.023
grt_pass1_vias = 1093

[layout]
mostFrequentLayoutCells = "clkdlybuf4s50_1, edfxtp_1, a21oi_1"
lay_top_count = "clkdlybuf4s50_1"
area_growth_pct = 20.82
drive_above_1_share = 0.06471

[run]
warnings = 32
cap_violations = 0

[outcome]
outcome = "finished, final reports clean"
routing by layer:
metal  vias to the layer above  share of wire  global-route usage
met5                         -              0                   0
met4                         0         0.0076             0.02397
met3                         2          0.046             0.01284
met2                        42           0.43              0.1834
met1                       541           0.51              0.2192
li1                        579              -                   -
logic make-up (layout without fill, tap and decap cells):
family                   after synthesis  after routing
buffers and inverters                 20             39
other                                  1              1
flip-flops                            23             23
AND-OR/OR-AND                         44             44
multiplexers                           1              1
XOR/XNOR                               3              3
adder cells (fa/ha/maj)                5              5
AND/OR/NAND/NOR                       54             54
Yosys cell counts:
cell	count	area share
nor2b_1	3	0.013
o31ai_1	2	0.010
o41ai_1	1	0.0060
nand2b_1	7	0.030
nor4b_1	1	0.0060
a21boi_0	1	0.0051
a31o_2	1	0.0060
o21a_1	1	0.0051
a2111oi_0	1	0.0060
and2b_2	2	0.012
and2_1	3	0.013
o311ai_0	1	0.0060
nor2_1	15	0.039
nor3_1	2	0.0069
nand3_1	3	0.010
a21oi_2	1	0.0060
buf_2	4	0.014
a21oi_1	16	0.055
buf_6	3	0.023
inv_1	7	0.018
edfxtp_1	23	0.47
a31oi_1	2	0.0086
mux2i_1	1	0.0069
o21ai_0	8	0.027
a211oi_1	2	0.010
nand4_1	2	0.0086
a311oi_1	2	0.012
o211ai_1	3	0.015
or3_4	1	0.0077
clkbuf_1	4	0.010
buf_4	2	0.010
or2_1	1	0.0043
conb_1	1	0.0026
a221oi_1	1	0.0060
xor2_1	1	0.0060
nand2_1	12	0.031
and3_1	1	0.0043
nor4_1	1	0.0043
xnor2_1	2	0.012
ha_1	5	0.043
o21ba_2	1	0.0069
per-stage QoR:
stage	worst slack, ps	area [µm²]	power [W]	util	std cells
3_3_place_gp	729.2	1719	0.0003673	0.3664	220
3_5_place_dp	730.7	1719	0.0003667	0.3664	220
4_1_cts	996.6	1764	0.0005348	0.3760	224
5_1_grt	846.0	1764	0.0005517	0.3760	224
6_report	976.3	1764	0.0005311	0.3760	224
2_1_floorplan	1372	1460	0.0003504	-	151
power breakdown:
part           internal [W]  switching (W)
registers          0.000309              0
clock network     0.0000835      0.0000862
logic             0.0000208      0.0000318
worst paths after layout:
path,to,from,slack [ps]
max,state_counter[1],OP[0],980
min,state_counter[0],state_counter[0],660
max reg2reg,ALUControl[0],state_counter[0],1120
min reg2reg,state_counter[0],state_counter[0],660
critical path, delay by kind of cell:
family / cells / cell delay (ps)
AOI/OAI and AO/OA: 1 / 190
buffers and inverters: 1 / 910
and+or+nand+nor: 3 / 650
sequential cells by signal (all words and copies together), names as in the netlist, 2 cells and up:
register	flops
ALUControl	4
ALUSrcB	2
FLAG_REG	2
RegSrc	3
ResultSrc	2
state_counter	3
final cells by class:
class	count	area, µm²
repair buffers	28	275.3
well taps	54	67.56
multi-input cells	108	659.4
clock buffers	4	45.04
inverters	7	26.28
fillers	472	2928
flip-flops and latches	23	690.7
No activity file was given, so power comes from the tool's default toggle rates.
